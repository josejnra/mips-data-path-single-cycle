--- flow/config.mk ---
export PLATFORM = sky130hd
export DESIGN_NAME = registersfile
export DESIGN_NICKNAME = registersfile
export VERILOG_FILES = /design/flow/design.v
export SDC_FILE = /design/flow/constraint.sdc
export NUM_CORES = 4
export LEC_CHECK = 1
export CORE_UTILIZATION = 50
--- flow/constraint.sdc ---
current_design registersfile

set clk_period 11.4
set clk_io_pct 0.2

create_clock -name clk0 -period $clk_period [get_ports {clock}]

set non_clock_inputs [all_inputs -no_clocks]
set_input_delay [expr $clk_period * $clk_io_pct] -clock clk0 $non_clock_inputs
set_output_delay [expr $clk_period * $clk_io_pct] -clock clk0 [all_outputs]
--- flow/design.v ---
module registersfile (EndRS, EndRT, EndEscRD, DadoRD, ControleEsc, DadoRS, DadoRT, clock);
	input [4:0] EndRS, EndRT, EndEscRD;  
	input [31:0] DadoRD;  
	input ControleEsc, clock;  
	output [31:0] DadoRS, DadoRT;  
	reg [31:0] RF [0:31];  
	integer i;
	initial
		begin
			for(i = 0; i < 32; i = i + 1)
				RF[i] = 32'b0;
		end
	assign DadoRS = RF[EndRS];	 
	assign DadoRT = RF[EndRT];	 
	always @(negedge clock)begin
		if (ControleEsc) begin
			RF[EndEscRD] = DadoRD;
		end
	end
endmodule
--- flow/run.sh ---
#!/bin/bash
# OpenROAD 26Q1-2900-gdf79404cd8, Yosys 0.63+post, stock flow scripts
make -C /OpenROAD-flow-scripts/flow DESIGN_CONFIG=/design/flow/config.mk WORK_HOME=/design/flow/orfs finish
==> changes_impl.md <==
## Flow update

- Outcome: complete, no violations
- DRC marker count from the first detailed-route iteration: 2,367
- CP arrival: 8.67 ns
- Maximum capacitance violations: 0
- Largest net degree at the start of global routing: between 100 and 150
- Number of port buffers: between 100 and 150
- Dominant cell area share: a little over three fifths
- Worst vdd rail ir drop: 0.119 mV
- Antenna violations before repair: 2
- Clock tree from TritonCTS: done
- Met2 routing resource usage after global routing: a little under half
- Final-layout worst hold slack: around 5.9 ns
- Final-report max-slew violation count: 0
- Setup crit start kind: register
- Worst-case clock buffer depth: 3
- Wirelength, routed: roughly 150,000 um
- Number of placed I/O pins: 113
- Routed length per instance: approximately 26 um
- Accumulated negative setup slack: 0 ns
- Post-synthesis average cell area: 14.4 um^2
- Cell depth of the worst min-delay path: 6
- Number of global-route vias before repair: about 38,000
- Routing usage on met3: 23.4%
- Area added between synthesis and finish: 21.1%
- Netlist area before placement: slightly below 50,000 um^2
- Fraction of the yosys area taken by sequential cells: between 60% and 70%
- Level count of the clock H-tree: 3
- Met1 global-route usage: between 40 and 50%
- Grt total ovfl: 0
- Switch Pwr: about 2.9 mW
- Crit Path Max Fanout: 2
- Pre-Place Util: between 50% and 60%
- Final hold violation count: 0
- Internal power contribution: roughly 7.2 mW
- YS warnings: 1
- Number of buffers created by CTS: around 120
- Setup-violating endpoint count in the final report: 0
- Via density: 5.88
- Number of fillers in the final layout: roughly 7,000
- Die outline height: between 300 and 400 um
- Chip Area: 98,800 um^2
- Core region area: about 97,000 um^2
- Iteration count of the initial detailed-routing pass: 6
- Post-layout total power: 10.1 mW
- Seq pwr share: between 40% and 50%
- Gate Count Post-Synth: approximately 3,400
- Switching Share: around 29%
- GRT Total Usage: between 30% and 40%
- Number of flip-flops in the largest register: 1,024
- Horiz. Die Dim: roughly 310 um
- Yosys stat area: about 49,000 um^2
- DRC violations left: 0
- Grt peak-use layer: met2
- Clock Sink Count: about 1,000
- Min-delay src: EndRS[1]
- Routed Antenna Nets: 0
- Pwr dens: ~170 nW/um^2
- Routability congestion estimate from global placement: approximately 0.93
- Vias: 34,500
- Combinational cell area excluding buffers and inverters: 16,800 um^2
- Worst Path Class, Setup: reg2out
- Cell total in the yosys stat output: ~3,400
- Critical Path RT: between 9 and 10 ns
- Cell types with the largest area share after synthesis: sky130_fd_sc_hd__edfxtp_1 (63%), sky130_fd_sc_hd__mux2i_1 (21%), sky130_fd_sc_hd__a22oi_1 (3.0%), sky130_fd_sc_hd__a22o_1 (2.3%), sky130_fd_sc_hd__nand3_1 (2.0%)
- DP HPWL: 90,500 um
- RSZ-0062 raised after global routing: false
- Distinct cells, synth: 24
- Proportion of power drawn by combinational gates: approximately 8.0%
- Clock Pin Slew Worst Setup and Hold Paths: approximately 0.030 ns
- Fraction of layout instances using a drive strength above 1: 7.70%
- Max transition margin: 26.8%
- Hold Buf Count CTS: 0
- Buffer cell driving the clock tree root: sky130_fd_sc_hd__clkbuf_16
- First-pass GRT wire length: around 220,000 um
- Synth Register Bits: roughly 1,000
- Share of total power in the clock network: around 50%
- Area occupied by registers: ~30,000 um^2
- Dominant cell type by area after synthesis: sky130_fd_sc_hd__edfxtp_1
- Total of cells resized after clock tree synthesis: 0
- Worst hold endpoint: DadoRS[15]
- Post-detailed-placement cell area: between 50,000 and 60,000 um^2
- Transition time at the pin with the least slew margin: around 1.1 ns
- Path category of the worst min-delay check: in2out
- Number of rows created at floorplan: 114
- Log Warnings: 1,030
- Crit end category: primary output
- Setup fix buffers added after clock tree synthesis: 0
- Summed area of non-filler cells in the final layout: between 50,000 and 60,000 um^2
- Leakage power: about 26 nW
- Final cell utilization of the core: about three fifths
-- Yosys cell counts, drive strengths merged --
library cell,number
edfxtp,1024
mux2i,1024
nand2,195
nand3,194
a21oi,192
a22oi,192
buf,176
a22o,128
clkbuf,77
a31oi,64
nor3,64
nor2,35
nand3b,5
nand2b,4
nor2b,4
or3b,3
and2,2
or2,2
inv,1
or3,1
-- critical path, stage by stage, from the launching register on --
cell and delay [ns]:
sky130_fd_sc_hd__edfxtp_1 0.33, sky130_fd_sc_hd__mux2i_1 0.08, sky130_fd_sc_hd__a22oi_1 0.73, sky130_fd_sc_hd__nand3_1 0.42
sky130_fd_sc_hd__nand3_1 0.22, sky130_fd_sc_hd__clkdlybuf4s50_1 0.48
-- per-stage QoR --
stage	std cells	setup slack (ns)
floorplan	3387	0.986
global placement	4649	0.877
detailed placement	4649	0.882
CTS	5873	0.403
global route	5873	0.382
finish	5875	0.446
-- power by group through the flow --
| stage | clock network [mW] | registers, mW | logic [mW] |
|---|---|---|---|
| after CTS | 5.17 | 4.24 | 0.794 |
| after global routing | 5.61 | 4.24 | 0.843 |
| final | 5.03 | 4.24 | 0.802 |
-- kinds of logic (layout without fill, tap and decap cells) --
group,count (synthesis),count (layout),share of synthesized area (%)
compound gates,576,576,8.05
buf+inv,254,1464,3.16
flops,1024,1024,63.1
mux,1024,1024,21.0
other cells,0,2,0
simple gates,509,509,4.72
-- layer usage --
metal	vias up	routed length, um
met4	10	5910
met1	16500	55100
li1	15700	-
met5	-	161
met2	2104	70700
met3	298	22100
-- worst max path at each step --
stage,startpoint,endpoint,slack [ns]
after CTS,RF[26][24],DadoRT[24],0.40
after global routing,RF[26][24],DadoRS[24],0.38
final,RF[26][24],DadoRS[24],0.45
-- area by class of cell --
type,instances,share of cell area (%)
flip-flops and latches,1024,52.1
clock buffers,119,5.04
multi-input cells,2109,28.4
clock inverters,1106,7.81
repair buffers,239,3.93
well taps,1276,2.70
diodes,2,0.00848
-- cell usage in the layout (no fill, tap or decap) --
cell type,n
sky130_fd_sc_hd__nor2b_4,4
sky130_fd_sc_hd__bufinv_16,15
sky130_fd_sc_hd__or2_2,2
sky130_fd_sc_hd__a22o_1,128
sky130_fd_sc_hd__buf_12,20
sky130_fd_sc_hd__nor2_1,1
sky130_fd_sc_hd__inv_1,1054
sky130_fd_sc_hd__or3_1,1
sky130_fd_sc_hd__clkdlybuf4s50_1,107
sky130_fd_sc_hd__buf_4,107
sky130_fd_sc_hd__nand2_1,193
sky130_fd_sc_hd__inv_4,10
sky130_fd_sc_hd__inv_6,1
sky130_fd_sc_hd__a22oi_1,192
sky130_fd_sc_hd__clkbuf_16,119
sky130_fd_sc_hd__a31oi_1,64
sky130_fd_sc_hd__nor3_1,64
sky130_fd_sc_hd__mux2i_1,1024
sky130_fd_sc_hd__buf_8,2
sky130_fd_sc_hd__nand3b_1,5
sky130_fd_sc_hd__or3b_2,3
sky130_fd_sc_hd__a21oi_1,192
sky130_fd_sc_hd__nand3_1,194
sky130_fd_sc_hd__nor2_4,34
sky130_fd_sc_hd__clkinvlp_2,26
sky130_fd_sc_hd__edfxtp_1,1024
sky130_fd_sc_hd__and2_4,2
sky130_fd_sc_hd__nand2_2,2
sky130_fd_sc_hd__diode_2,2
sky130_fd_sc_hd__nand2b_2,4
sky130_fd_sc_hd__buf_2,3
No activity file was given, so power comes from the tool's default toggle rates.
