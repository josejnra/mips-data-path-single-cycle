--- flow/run.sh ---
#!/bin/bash
# OpenROAD 26Q1-2900-gdf79404cd8, Yosys 0.63+post, stock flow scripts
make -C /OpenROAD-flow-scripts/flow DESIGN_CONFIG=/design/flow/config.mk WORK_HOME=/design/flow/orfs finish
--- flow/config.mk ---
export PLATFORM = sky130hd
export DESIGN_NAME = alu
export DESIGN_NICKNAME = alu
export VERILOG_FILES = /design/flow/design.v
export SDC_FILE = /design/flow/constraint.sdc
export NUM_CORES = 4
export LEC_CHECK = 1
export CORE_UTILIZATION = 30
--- flow/design.v ---
module alu (ALUcontrole, A, B, resultado, Zero);
	input [3:0] ALUcontrole;
	input [31:0] A, B;
	output reg [31:0] resultado;
	output Zero;
	assign Zero = (resultado==0);  
	always @(ALUcontrole, A, B)
		case (ALUcontrole)
		0: resultado = A & B;
		1: resultado = A | B;
		2: resultado = A + B;
		6: resultado = A - B;
		7: resultado = A < B ? 1:0;  
		12: resultado = ~(A | B);  
		default: resultado <= 0;  
	endcase
endmodule
--- flow/constraint.sdc ---
current_design alu

set clk_period 24.3
set clk_io_pct 0.2

create_clock -name clk0 -period $clk_period

set non_clock_inputs [all_inputs -no_clocks]
set_input_delay [expr $clk_period * $clk_io_pct] -clock clk0 $non_clock_inputs
set_output_delay [expr $clk_period * $clk_io_pct] -clock clk0 [all_outputs]
==> summary.txt <==
The synthesis and PnR run went through. In the post-route report, total wirelength is listed as about 25,000 um. Share of synthesized area occupied by flip-flops and latches landed at 0%. Post-synthesis instance area landed at around 6300 um^2. Power spread over the standard cell area amounts to roughly 23 nW/um^2. According to the floorplan report, the die height is 147 um. Cell count listed in synth_stat.txt landed at 940. The script extracted a total leakage power of about 0.0033 uW.

Accumulated negative setup slack landed at 0 ps. Floorplan die area landed at ~22,000 um^2. Synthesis handed over a netlist of approximately 940 instances. STA classifies the critical path startpoint as an input pin. The run finished with clean final reports. Number of buffers inserted by post-CTS setup repair landed at 0. For this design the top-level I/O count stands at 101. Synthesized area per cell landed at just under 7 um^2. The script logs the ratio of routed vias to standard cells as a little under 6. In this run, post-CTS hold repair placed 0 buffers. Entering global routing, the biggest net connects 29 pins. Cell row count landed at ~52. Detailed-route via count landed at 7,480. The switching portion of total power comes to between 50% and 60%.

Per the timing report, the biggest fanout along the worst path comes to 16. Across every metal layer, demand over resource in global routing totals 23.2%. Per the detail_route report, inserted antenna diodes total 0. Area taken by flip-flops and latches landed at 0 um^2. Count of distinct cell types in the synthesized netlist landed at 96. STA classifies the critical path endpoint as a primary output. At the pin with the least slew margin, the transition time is 873 ps. On the final layout, the worst hold slack is 11,060 ps.

Post-cts gate resize count landed at 0. Total setup violations reported at the end of the flow landed at 0. Die span in x landed at ~150 um. The final max-slew violation count recorded for this run is 0.

The final report gives the core utilization as approximately 37%. Leaving out buffers and inverters, the combinational logic in the layout accounts for 5740 um^2. Routing resource usage on met3 recorded by global route was roughly 1.7%. In this run the most critical hold path is launched from B[2]. Internal power comes to slightly above 70 uW. Total iterations of the first detailed-routing run landed at 5. The final timing summary puts the cycle share of the worst path at between 50 and 60%. The path with the worst hold slack has its endpoint at resultado[2]. The min-delay analysis places its worst path in the category input pin to primary output. The global router reports that the layer with the highest usage is met2. OpenROAD warning count landed at approximately 100. Subtracting the final worst setup slack from the clock period gives between 10,000 and 15,000 ps.

The detail route stage leaves a number of antenna-violating nets equal to 0. Initial antenna violation count landed at 0. Fmax landed at between 60 and 70 MHz. Residual DRC count landed at 0. In the final report, the number of hold violations comes to 0. Setup repair after global routing left no endpoint under its margin. Global routing finished with a remaining overflow of 0.

Global routing usage on met2 landed at a little over a third. Count of warnings emitted by yosys landed at 1. The flow reports that the clock network draws 0% of the design power. Switching power of the nets landed at roughly 100 uW. Number of global-route vias before repair landed at 6,776. Combinational logic burns approximately 100% of the power. Number of maximum-capacitance violations landed at 0. Area of the core region landed at a little over 20,000 um^2. The report gives the cell count of the worst hold path as 6.

Across all checked pins, the minimum headroom to the slew limit is 41.1%. Global placer's final weighted congestion landed at between 0.9 and 1. The final power report lists total power as about 170 uW. The design has 0 sequential cells. The layout has approximately 2,200 filler cells. The first global-routing pass estimated 39,200 um of wire.

The layout has 0 clock buffers. Design area landed at around 7600 um^2. Core utilization before placement landed at between 30% and 40%.

The chip area line in the Yosys stat output reads around 6300 um^2. As logged by OpenROAD, the buffers inserted on ports number between 100 and 150. After detailed placement, the total cell area comes to 7550 um^2. The flow measured a signed area growth from synthesis to layout of 19.3%.

The OpenROAD report gives the critical path a data arrival time of a little under 10,000 ps. Of the cells placed in the final design, the portion with a size suffix greater than 1 is 6.31%. Sequential cells account for 0% of the total power. Routing usage on met1 landed at 35.2%. Per the power-grid run, VDD falls by no more than between 0.008 and 0.009 mV. For reference, the most critical setup path is categorized as input pin to primary output. HPWL after detailed placement landed at ~20,000 um. Per the detail_route report, routed wire per instance is ~20 um. In this run, the number of DRC markers left after iteration 0 of detailed routing was 595. Critical path required time landed at ~19,000 ps.
power by group through the flow:
stage         logic [uW]  clock network, uW  registers, uW
finish               173                  0              0
global route         187                  0              0
CTS                  169                  0              0
metal layers:
layer | vias to the layer above | share of wire (%)
met2 | 350 | 44
met3 | 36 | 6.4
met4 | 0 | 2.3
li1 | 3636 | -
met5 | - | 0
met1 | 3458 | 47
per-stage QoR:
stage,std cells,worst slack (ps)
floorplan,940,11540
global placement,1269,9890
detailed placement,1269,9850
CTS,1269,9860
global route,1269,9560
finish,1269,9810
cells by family after synthesis:
| logic type | share of synthesized area (%) |
|---|---|
| xor+xnor | 1.11 |
| mux | 1.15 |
| compound gates | 41.1 |
| buf+inv | 9.82 |
| fa+ha+maj | 20.6 |
| simple gates | 26.3 |
cells in the mapped netlist, drive strengths merged (13+ instances only):
cell type | number | area [um^2]
ha | 101 | 1260
a221oi | 19 | 173
nand3 | 15 | 75.1
o211ai | 15 | 113
nand2 | 63 | 239
buf | 23 | 138
clkbuf | 33 | 124
nor2b | 13 | 81.3
o21ai | 57 | 297
a21o | 19 | 143
a21oi | 87 | 443
nor4 | 14 | 136
inv | 96 | 360
nor2 | 89 | 337
a211oi | 20 | 160
nand2b | 17 | 106
nor3 | 17 | 85.1
layout make-up:
type,count,area share (%)
multi-input combinational,788,76.0
timing repair buffer,115,14.8
inverter,96,4.77
tap,270,4.47
layout by cell type (no fill, tap or decap), types with 10 or more instances in the layout:
master,synthesis,routed
sky130_fd_sc_hd__and2_1,10,10
sky130_fd_sc_hd__nor2_1,88,88
sky130_fd_sc_hd__o21bai_1,10,10
sky130_fd_sc_hd__nand3_1,15,15
sky130_fd_sc_hd__nand2_1,62,62
sky130_fd_sc_hd__or4_1,10,10
sky130_fd_sc_hd__nor3_1,17,17
sky130_fd_sc_hd__clkdlybuf4s50_1,0,101
sky130_fd_sc_hd__ha_1,101,101
sky130_fd_sc_hd__o21ai_0,50,50
sky130_fd_sc_hd__a221oi_1,18,18
sky130_fd_sc_hd__o211ai_1,15,15
sky130_fd_sc_hd__a211oi_1,18,18
sky130_fd_sc_hd__nor2b_1,13,13
sky130_fd_sc_hd__inv_1,96,96
sky130_fd_sc_hd__buf_4,6,14
sky130_fd_sc_hd__a21oi_1,85,85
sky130_fd_sc_hd__a21o_1,19,19
sky130_fd_sc_hd__nand4_1,12,12
sky130_fd_sc_hd__nand2b_1,17,17
how the worst max path moves through the flow:
stage,start,end,slack (ps),cells past startpoint
CTS,A[14],Zero,9860,14
global route,A[0],Zero,9560,15
finish,A[14],Zero,9810,14
worst max-delay path, cell delays in order:
cell and delay, ps:
sky130_fd_sc_hd__clkdlybuf4s50_1 500, sky130_fd_sc_hd__inv_1 50, sky130_fd_sc_hd__ha_1 570, sky130_fd_sc_hd__nor4_4 610, sky130_fd_sc_hd__o21ai_0 200, sky130_fd_sc_hd__and2_1 180
sky130_fd_sc_hd__a211oi_1 420, sky130_fd_sc_hd__o41a_1 320, sky130_fd_sc_hd__a31o_2 200, sky130_fd_sc_hd__o211ai_1 90, sky130_fd_sc_hd__or4_1 590, sky130_fd_sc_hd__nor4b_2 220
sky130_fd_sc_hd__nor4b_2 290, sky130_fd_sc_hd__clkdlybuf4s50_1 520
Power is estimated from default activity; no workload was simulated.
