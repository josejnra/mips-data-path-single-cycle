File: ./design.v
module mux4(controleMux, pcincrementado, Addresult, novoPC);
	input [31:0] pcincrementado, Addresult;
	input controleMux;
	output reg [31:0] novoPC;
	always @(controleMux or pcincrementado or Addresult) begin
		begin
		if((Addresult >= 0) & (pcincrementado >= 0))
			if(controleMux)
				novoPC = Addresult;
			else
				novoPC = pcincrementado;
		else
			novoPC = 0;
		end
	end
endmodule
File: ./run.sh
#!/bin/bash
# OpenROAD 26Q1-2900-gdf79404cd8, Yosys 0.63+post, stock flow scripts
make -C /OpenROAD-flow-scripts/flow DESIGN_CONFIG=/design/flow/config.mk WORK_HOME=/design/flow/orfs finish
File: ./constraint.sdc
current_design mux4

set clk_period 1.0
set clk_io_pct 0.2

create_clock -name clk0 -period $clk_period

set non_clock_inputs [all_inputs -no_clocks]
set_input_delay [expr $clk_period * $clk_io_pct] -clock clk0 $non_clock_inputs
set_output_delay [expr $clk_period * $clk_io_pct] -clock clk0 [all_outputs]
File: ./config.mk
export PLATFORM = sky130hd
export DESIGN_NAME = mux4
export DESIGN_NICKNAME = mux4
export VERILOG_FILES = /design/flow/design.v
export SDC_FILE = /design/flow/constraint.sdc
export NUM_CORES = 4
export LEC_CHECK = 1
export CORE_AREA = 10 10 70 70
export DIE_AREA = 0 0 80 80
==> changes_impl.md <==
### Metrics

* Seq share, synth at 0
* Port bufs at 97
* Antenna Nets Post-Route at 0
* Log Warnings at 34
* Cell area leaders: mux2_4 (83%), buf_12 (11%), mux2_2 (4.1%)
* Cell type with the largest total area: mux2_4
* DIE WIDTH at 80 um
* Clock buf count at 0
* RSZ-0062 raised after global routing: yes
* Area growth, synth to finish at 189%
* Proportion of layout cells with a drive suffix above 1 at 0.540
* Total die area at 6400 sq um
* Grt total ovfl at 0
* Worst EP arrival at 0.99 ns
* Max-cap viol count at 0
* Vias in the first global route at 783
* Violated checks: setup timing
* Critical-path top delay cell: mux2_4
* Maximum vdd drop at 0.156 mV
* Starting DRT DRC Count at 0
* Leakage power at 0.842 nW
* Setup WS pre-CTS at -0.499 ns
* Final Non-Filler Cells at 185
* Largest stage delay, worst path at 0.30 ns
* Syn Inst Count at 36
* Die Y at 80 um
* Core footprint at 3420 sq um
* Max Slew Vio Count at 0
* Storage element area at 0 sq um
* Min-Delay Path Class: input pin to output pin
* Power, Total at 0.622 mW
* Placed cell count at 177
* HPWL Detailed at 2400 um
* Max FO, Critical Path at 7
* Outcome: finished, violations left
* Yosys cell count at 36
* Final setup margin at -0.188 ns
* Diode count at 0
* GRT Util Overall at 0.0771
* Top area contributor share at 0.828
* MI comb area at 477 sq um
* Largest net degree at the start of global routing at 11
* Wirelength per Cell at 14.8 um
* Req. time, crit path at 0.80 ns
* DR vias/cell at 3.76
* Initial antenna violation count at 0
* # fillers at 336
* Final setup TNS at -3.95 ns
* Slew Limit Headroom at 0.926
* Min Tclk post-route at 1.19 ns
* FFs & Latches at 0
* Hold Buf Count CTS at 0
* Mean Syn Cell Area at 15.1 sq um
* Fin util at 0.461
* Slew @ Worst Pin at 0.111 ns
* Routed WL at 2750 um
* Final GP Congestion at 0.815
* First-pass GRT wire length at 4050 um
* Number of distinct library cells after synthesis at 4
* Crit-path cells: buf_12 > buf_12 > buf_12 > mux2_4 > buf_6
* DRC viols at 0
* Post-Syn Area at 544 sq um
* Final Hold Fails at 0
* PwrDens at 395 nW/um^2
* Row count at 21
* Cycle use final at 1.19
* CP Launch Type: input pin
* Final setup violation count at 32
* FP Util at 0.159
* Vias at 696
* Yosys stat area at 544 sq um
* Drt pass-1 iters at 1
* Io pins at 97
* Crit end category: output pin
* FMAX at 0.842 GHz
* Most frequent cells after synthesis: mux2_4 (30), buf_12 (3), mux2_2 (2)
* Most used cell, CP: buf_12
* Yosys Warn Count at 1
* CP Class: input pin to output pin
* Most frequent cell after synthesis: mux2_4
## worst max-delay path, delay by kind of cell
family | cells | cell delay, ns
multiplexers | 1 | 0.30
buffers and inverters | 4 | 0.48
## stage by stage
stage          area [sq um]  hold WS (ns)
2_1_floorplan           544         0.498
3_3_place_gp           1520          1.35
3_5_place_dp           1520          1.35
4_1_cts                1530         0.799
5_1_grt                1580         0.712
6_report               1580         0.692
## worst paths after layout
| check | cells past startpoint | endpoint | startpoint |
|---|---|---|---|
| hold / removal | 3 | novoPC[21] | Addresult[21] |
| setup / recovery | 5 | novoPC[25] | controleMux |
## kinds of logic (layout without fill, tap and decap cells)
logic type | Yosys count | after routing | synth area share
buf+inv | 4 | 107 | 0.131
mux | 32 | 32 | 0.869
## layout make-up
cell class | count | share of cell area
multi-input cells | 32 | 0.303
repair buffers | 107 | 0.661
well taps | 46 | 0.0365
## layer usage
layer	track usage	vias to the layer above	wire (um)
met1	0.0824	302	1050
met2	0.146	51	1380
met3	0.0307	0	310
met5	0	-	0
met4	0	0	0
li1	-	343	-
## placed cells by master, fill, tap and decap left out
cell type        instances
dlymetal6s2s_1           4
mux2_4                  31
mux2_2                   1
dlygate4sd2_1           36
buf_6                   16
buf_4                    2
buf_12                   4
buf_2                   18
buf_8                    1
clkdlybuf4s50_1         24
buf_16                   2
## power breakdown
group	switching, mW	leakage (nW)	internal, mW
logic	0.131	0.842	0.491
registers	0	0	0
clock network	0	0	0
total	0.131	0.842	0.491
## what timing repair did
item	CTS	global route
gates resized	153	9
endpoints found under the setup margin	32	32
pin swaps	0	0
cloned	2	0
endpoints found under the hold margin	0	0
setup buffers	6	0
Power figures rest on the tool's default switching activity, not on a simulated workload.
